==> flow/design.v <==
module full_adder(sum,cout,p,g,a,b,cin);
	input a,b,cin;
	output sum,cout,p,g;
	and #1 u1(g,a,b);
	or #1 u2(p,a,b);
	xor #4 u3(sum,a,b,cin);
	wire m,n,o;
	and #1 u4(m,a,b);
	and #1 u5(n,a,cin);
	and #1 u6(o,b,cin);
	or #2 u7(cout,m,n,o);
endmodule
module add16_rc(sum16,cout,a16,b16,cin);
	input [15:0] a16,b16;
	input cin;
	output [15:0] sum16;
	output cout;
	wire [14:0] carry;
	full_adder q1(.sum(sum16[0]),.cout(carry[0]),.a(a16[0]),.b(b16[0]),.cin(cin));
	genvar i;
	generate for(i=1;i<=14;i=i+1)
		begin: full_adder_loop
			full_adder q2(.sum(sum16[i]),.cout(carry[i]),.a(a16[i]),.b(b16[i]),.cin(carry[i-1]));
		end
	endgenerate
	full_adder q3(.sum(sum16[15]),.cout(cout),.a(a16[15]),.b(b16[15]),.cin(carry[14]));
endmodule
module carry_generator(couts,p,g,cin);
	input [3:0] p,g;
	input cin;
	output [3:0] couts;
	wire [9:0] temp;
	and #1 s1(temp[0],cin,p[0]);
	or #1 s2(couts[0],temp[0],g[0]);
	and #2 s3(temp[1],cin,p[0],p[1]);
	and #1 s4(temp[2],g[0],p[1]);
	or #2 s5(couts[1],g[1],temp[1],temp[2]);
	and #2 s6(temp[3],cin,p[0],p[1],p[2]);
	and #2 s7(temp[4],p[2],p[1],g[0]);
	and #1 s8(temp[5],p[2],g[1]);
	or #2 s9(couts[2],g[2],temp[5],temp[4],temp[3]);
	and #3 s10(temp[6],p[3],p[2],p[1],p[0],cin);
	and #2 s11(temp[7],p[3],p[2],p[1],g[0]);
	and #2 s12(temp[8],p[3],p[2],g[1]);
	and #1 s13(temp[9],p[3],g[2]);
	or #3 s14(couts[3],g[3],temp[9],temp[8],temp[7],temp[6]);
endmodule
module add4_cla(sum4,gg,gp,cout,a4,b4,cin);
	input [3:0] a4,b4;
	input cin;
	output [3:0] sum4;
	output gg,gp,cout;
	wire [3:0] wp,wg;
	genvar i;
	generate for(i=0;i<4;i=i+1)
		begin: prop_gen_loop
			full_adder q1(.p(wp[i]),.g(wg[i]),.a(a4[i]),.b(b4[i]),.cin(cin));
		end
	endgenerate
	and #2 q7(gp,wp[0],wp[1],wp[2],wp[3]);
	wire [2:0] temporary;
	and #2 q8(temporary[0],wg[0],wp[1],wp[2],wp[3]);
	and #2 q9(temporary[1],wg[1],wp[2],wp[3]);
	and #1 q10(temporary[2],wg[2],wp[3]);
	or #2 q11(gg,wg[3],temporary[2],temporary[1],temporary[0]);
	wire [3:0] couts;
	carry_generator q2(couts,wp,wg,cin);
	assign cout = couts[3];
	full_adder q3(.sum(sum4[0]),.a(a4[0]),.b(b4[0]),.cin(cin));
	full_adder q4(.sum(sum4[1]),.a(a4[1]),.b(b4[1]),.cin(couts[0]));
	full_adder q5(.sum(sum4[2]),.a(a4[2]),.b(b4[2]),.cin(couts[1]));
	full_adder q6(.sum(sum4[3]),.a(a4[3]),.b(b4[3]),.cin(couts[2]));
endmodule
module add16_cla(sum16,cout,a16,b16,cin);
	input [15:0] a16,b16;
	input cin;
	output [15:0] sum16;
	output cout;
	genvar i;
	wire [3:0] gg4,gp4;
	generate for(i=0;i<4;i=i+1)
		begin: groupgenprop_loop
			add4_cla e1(.gg(gg4[i]),.gp(gp4[i]),.a4(a16[4*i+3:4*i]),.b4(b16[4*i+3:4*i]),.cin(cin));
		end	
	endgenerate
	wire [3:0] groupcout;
	carry_generator e2(groupcout,gp4,gg4,cin);
	add4_cla e3(.sum4(sum16[3:0]),.a4(a16[3:0]),.b4(b16[3:0]),.cin(cin));
	add4_cla e4(.sum4(sum16[7:4]),.a4(a16[7:4]),.b4(b16[7:4]),.cin(groupcout[0]));
	add4_cla e5(.sum4(sum16[11:8]),.a4(a16[11:8]),.b4(b16[11:8]),.cin(groupcout[1]));
	add4_cla e6(.sum4(sum16[15:12]),.a4(a16[15:12]),.b4(b16[15:12]),.cin(groupcout[2]));
	assign cout = groupcout[3];
endmodule
==> flow/run.sh <==
#!/bin/bash
# OpenROAD 26Q1-2900-gdf79404cd8, Yosys 0.63+post, stock flow scripts
make -C /OpenROAD-flow-scripts/flow DESIGN_CONFIG=/design/flow/config.mk WORK_HOME=/design/flow/orfs finish
==> flow/config.mk <==
export PLATFORM = sky130hd
export DESIGN_NAME = add16_rc
export DESIGN_NICKNAME = add16_rc
export VERILOG_FILES = /design/flow/design.v
export SDC_FILE = /design/flow/constraint.sdc
export NUM_CORES = 4
export LEC_CHECK = 1
export CORE_AREA = 10 10 73 73
export DIE_AREA = 0 0 83 83
==> flow/constraint.sdc <==
current_design add16_rc

set clk_period 5.4
set clk_io_pct 0.2

create_clock -name clk0 -period $clk_period

set non_clock_inputs [all_inputs -no_clocks]
set_input_delay [expr $clk_period * $clk_io_pct] -clock clk0 $non_clock_inputs
set_output_delay [expr $clk_period * $clk_io_pct] -clock clk0 [all_outputs]
==> notes.md <==
Implementation progress

The multi-input combinational cells in the finished layout cover a total of ~360 µm². The setup slack after placement stands at -3.474 ns. Hold timing on the final database bottoms out at a slack of between 2 and 3 ns. The sequential cell area stands at 0 µm².

The power density over the cells stands at 97.99 nW/µm². Pins over their slew limit in the final report were tallied at 0. At the worst endpoint, the arrival time is between 6 and 7 ns. The number of vias per cell stands at between 3 and 4. The critical path data required time stands at 4.32 ns. The buffer count from post-CTS setup fixing stands at 0. Entering global routing, the biggest net connects 2 pins. Looking at the max-slew report, the worst-margin pin has a slew of ~0.11 ns. The worst setup path is launched from a primary input. Routability-driven placement finished with a final weighted congestion of 0.9393. Averaged over all synthesized cells, the footprint is between 10 and 15 µm².

The cell area that synthesis handed to floorplanning was approximately 480 µm². Global routing consumed, on the met1 layer, 5.992% of the routing resources. The number of diodes stands at 0.

The flow measured a signed area growth from synthesis to layout of 95.55%. The final antenna-violating net count stands at 0. The detailed router reported a total wirelength of approximately 1.7 mm. The floorplan die area stands at 6889 µm². By area the synthesized netlist is led by sky130_fd_sc_hd__fa_1 (67%), sky130_fd_sc_hd__buf_4 (25%), sky130_fd_sc_hd__inv_1 (7.9%). By startpoint and endpoint, the worst setup path is classified as in -> out.

The number of flip-flops and latches stands at 0. By count the netlist is led by sky130_fd_sc_hd__buf_4 (16), sky130_fd_sc_hd__fa_1 (16), sky130_fd_sc_hd__inv_1 (10). The number of placed I/O pins stands at roughly 50.

The total of buffers placed on input and output ports stands at approximately 50. The detailed router finished its first iteration with 0 violations. Per the synthesis report, the number of distinct cell types is 3.

The core region is between 3000 and 4000 µm². After layout, the minimum clock period comes to ~8 ns. TritonRoute output was used to compute an average wire per cell of between 10 and 15 µm. The remaining routing DRC violations stands at 0. The total chip power stands at roughly 92 µW. The ratio of cells with drive above 1 in the final layout stands at about 42%.

The number of setup violations in the final report stands at 9. The fraction of the core area occupied by cells at floorplan stands at around 13%. After global routing the overflow that remains totals 0. The global routing usage summed across all routing layers stands at 4.613%.

The report puts the hold buffer count at CTS at 0. Detailed routing inserted a total of approximately 400 vias. Per the placement report, the placed cell count is between 100 and 150. The checks that failed: setup timing. The synthesis report lists the Yosys warning total as 0. The timing report shows the most common cell along the critical path to be sky130_fd_sc_hd__fa_2. The final core utilization stands at 24.97%.

sky130_fd_sc_hd__fa_1 takes more of the synthesized area than any other cell. Fill cells in the final layout number 396. The iteration tally of the first detailed-router pass stands at 1. Global routing used ~4.7% of the available met3 tracks. The number of warnings the tools reported stands at 35. Per the post-run analysis, buffers plus inverters along the critical path come to 6. Detailed placement finished with a half-perimeter wire length of about 1.6 mm. The cell family contributing the most delay on the critical path is adder cells. The finished layout holds approximately 120 standard cells, fillers aside. STA classifies the critical path endpoint as an output pin. Note that the worst hold path type here is in -> out.

The horizontal die dimension stands at 83 µm. The run finished, with violations left. The final-report hold violation count stands at 0.

The number of global-route vias before repair is ~490. Across all checked pins, the minimum headroom to the slew limit is between 90% and 100%. For this run, the slowest stage of the critical path takes between 0.3 and 0.4 ns.

met1 is the most crowded layer. The cell row count stands at 22. The number of antenna violations at the first check in global routing stands at 0. The minimum setup slack in the final design stands at -2.561 ns. The synthesized instance count stands at roughly 42.

The biggest fanout along the worst timing path stands at 1. The cell count listed in synth_stat.txt stands at 42. The post-route fraction of the period consumed by the critical path stands at 147.4%. The worst supply voltage drop on vdd stands at 0.03403 mV.

The achievable frequency stands at approximately 130 MHz. The share of the synthesized area in the top cell type stands at 67.02%. The met2 track utilization from global routing stands at under 10%. Setup repair after global routing could not meet its margin everywhere. The synthesized netlist has a Yosys-reported chip area of roughly 480 µm². According to the floorplan report, the die height is ~83 µm. The share of synthesized area occupied by flip-flops and latches stands at 0%. The first global-routing pass estimated between 2 and 3 mm of wire. The cell sequence reported for the critical path is buf_8, inv_12, fa_2, inv_2, fa_2, fa_2, fa_2, fa_2, fa_2, fa_2, fa_2, fa_2, fa_2, fa_2, fa_2, fa_2, fa_2, fa_2, inv_2, fa_1, inv_1, buf_2. The power report puts the leakage power at 0.0003631 µW.

In the finished layout, the clock tree contains a buffer count of 0. On the critical path, the stage with the largest delay is an instance of sky130_fd_sc_hd__fa_1. The reported max-cap violation count stands at 0.
## power breakdown
group / leakage, µW / internal [µW] / switching, µW
Sequential: 0 / 0 / 0
Combinational: 0.000363 / 62.8 / 28.8
Clock: 0 / 0 / 0
## path summary, 6_finish.rpt
path	cells after the start	start	to	slack (ns)
worst min-delay path	5	b16[0]	sum16[0]	2.90
worst max-delay path	22	a16[0]	sum16[15]	-2.56
## metrics by stage
| stage | TNS (ns) | instance area, µm² |
|---|---|---|
| floorplan | -11.43 | 536.8 |
| finish | -13.42 | 934.6 |
| CTS | -16.22 | 932.1 |
| global route | -14.71 | 934.6 |
| detailed placement | -22.51 | 973.4 |
| global placement | -22.34 | 973.4 |
## tightest hold or removal path, stage by stage
cell	delay (ns)
sky130_fd_sc_hd__buf_6	0.10
sky130_fd_sc_hd__clkinv_4	0.04
sky130_fd_sc_hd__fa_2	0.18
sky130_fd_sc_hd__inv_1	0.03
sky130_fd_sc_hd__clkdlybuf4s50_1	0.39
## area by class of cell
class	count	share of cell area (%)
inverters	10	6.158
well taps	48	6.426
multi-input cells	16	38.29
repair buffers	50	49.13
## cell families (layout without fill, tap and decap cells)
group / count (synthesis) / count (layout) / synth area share (%)
adder cells (fa/ha/maj): 16 / 16 / 67.02
buffers and inverters: 26 / 60 / 32.99
## per-layer routing
layer  share of wire [%]  up-vias
met4                   0        0
li1                    -      168
met1                  42      184
met5                   0        -
met3                  25        0
met2                  33       48
## repair_timing
| item | 4_1_cts | 5_1_grt |
|---|---|---|
| endpoints found under the setup margin | 12 | 11 |
| resized | 50 | 2 |
| hold endpoints to repair | 0 | 0 |
| pin swaps | 16 | 16 |
## placed cells by master, fill, tap and decap left out
cell type	synthesis	layout
sky130_fd_sc_hd__inv_12	0	1
sky130_fd_sc_hd__buf_2	0	9
sky130_fd_sc_hd__dlygate4sd2_1	0	3
sky130_fd_sc_hd__clkdlybuf4s50_1	0	35
sky130_fd_sc_hd__fa_1	16	1
sky130_fd_sc_hd__clkinv_4	0	1
sky130_fd_sc_hd__buf_6	0	2
sky130_fd_sc_hd__inv_1	10	5
sky130_fd_sc_hd__fa_2	0	15
sky130_fd_sc_hd__inv_4	0	1
sky130_fd_sc_hd__buf_8	0	1
sky130_fd_sc_hd__inv_2	0	2
Power and IR drop assume default switching activity.
